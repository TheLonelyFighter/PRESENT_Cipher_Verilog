**config.mk**
```make
export PLATFORM = sky130hd
export DESIGN_NAME = sBoxLayer
export DESIGN_NICKNAME = sBoxLayer
export VERILOG_FILES = /design/flow/design.v
export SDC_FILE = /design/flow/constraint.sdc
export NUM_CORES = 4
export LEC_CHECK = 1
export CORE_AREA = 10 10 110 110
export DIE_AREA = 0 0 120 120
```
**constraint.sdc**
```tcl
current_design sBoxLayer

set clk_period 2.1
set clk_io_pct 0.2

create_clock -name clk0 -period $clk_period

set non_clock_inputs [all_inputs -no_clocks]
set_input_delay [expr $clk_period * $clk_io_pct] -clock clk0 $non_clock_inputs
set_output_delay [expr $clk_period * $clk_io_pct] -clock clk0 [all_outputs]
```
**design.v**
```verilog
module sBoxLayer(
    input [63:0] state,
    output [63:0] out
    );
    function automatic [4:0] sbox;
        input [4:0] in;
        begin
            case (in)
                4'h0: sbox = 4'hc;
                4'h1: sbox = 4'h5;
                4'h2: sbox = 4'h6;
                4'h3: sbox = 4'hb;
                4'h4: sbox = 4'h9;
                4'h5: sbox = 4'h0;
                4'h6: sbox = 4'ha;
                4'h7: sbox = 4'hd;
                4'h8: sbox = 4'h3;
                4'h9: sbox = 4'he;
                4'ha: sbox = 4'hf;
                4'hb: sbox = 4'h8;
                4'hc: sbox = 4'h4;
                4'hd: sbox = 4'h7;
                4'he: sbox = 4'h1;
                4'hf: sbox = 4'h2;
            endcase
        end
    endfunction
    function automatic [63:0] layer;
        input [63:0] state;
        begin
            layer[ 0+:4] = sbox(state[ 0+:4]);
            layer[ 4+:4] = sbox(state[ 4+:4]);
            layer[ 8+:4] = sbox(state[ 8+:4]);
            layer[12+:4] = sbox(state[12+:4]);
            layer[16+:4] = sbox(state[16+:4]);
            layer[20+:4] = sbox(state[20+:4]);
            layer[24+:4] = sbox(state[24+:4]);
            layer[28+:4] = sbox(state[28+:4]);
            layer[32+:4] = sbox(state[32+:4]);
            layer[36+:4] = sbox(state[36+:4]);
            layer[40+:4] = sbox(state[40+:4]);
            layer[44+:4] = sbox(state[44+:4]);
            layer[48+:4] = sbox(state[48+:4]);
            layer[52+:4] = sbox(state[52+:4]);
            layer[56+:4] = sbox(state[56+:4]);
            layer[60+:4] = sbox(state[60+:4]);
        end
    endfunction
    assign out = layer(state);
endmodule
```
**run.sh**
```bash
#!/bin/bash
# OpenROAD 26Q1-2900-gdf79404cd8, Yosys 0.63+post, stock flow scripts
make -C /OpenROAD-flow-scripts/flow DESIGN_CONFIG=/design/flow/config.mk WORK_HOME=/design/flow/orfs finish
```
==> changes_impl.md <==
## Implementation

- Power per cell area: 201 nW/um2
- Via/cell ratio: 4.48
- DRT antenna net count: 0
- Crit-path max FO: 4
- Final worst slack: 0.0217 ns
- Number of filler cells placed in the layout: 870
- Mapped cell area: 2910 um2
- Die Area: 14400 um2
- Vias: 2967
- Worst slack at placement: -0.535 ns
- Log Warnings: 96
- DRC: 0
- Slew Limit Fails: 0
- Inst Count DP: 656
- Crit path kind: in -> out
- Yosys Instances: 304
- Most common logic cells in the final layout: buf_4, dlygate4sd2_1, ha_1, mux4_2
- Max transition margin: 0.796
- P_leak: 2.66 nW
- Routed WL: 8520 um
- Vias in the first global route: 3143
- Worst hold path class: in -> out
- Share of layout cells above drive strength 1: 0.498
- Wire length per cell: 12.8 um
- Clock Buffer Count: 0
- Registers: 0
- Fmax: 481 MHz
- Int Power: 0.685 mW
- Final non-filler cell total: 663
- FP Rows: 36
- Register Area: 0 um2
- Avg Cell Area, Syn: 9.57 um2
- Critical Path End Type: output pin
- VDD IR-drop max: 0.100 mV
- GRT Overall Usage: 0.115
- Die height: 120 um
- Crit path launch type: input pin
- Part of the Yosys area used for sequential elements: 0
- Logic area: 2970 um2
- Number of hold buffers added after cts: 0
- Comb power frac: 1.000
- Tcrit/Tclk final: 0.990
- Worst EP arrival: 1.66 ns
- Worst hold start: state[51]
- Synth-to-layout area growth: 85.0%
- Routability cong.: 0.875
- I/O Buffers: 128
- Yosys stat chip area: 2910 um2
- Antenna cells: 0
- MaxCap Viol Count: 0
- Syn. warnings: 1
- First-pass GRT wire length: 14500 um
- Clock power share: 0
- Cell Type Count: 17
- Initial antenna violation count: 0
- Commonest Layout Cell: buf_4
- P_sw: 0.394 mW
- Grt total ovfl: 0
- TritonRoute pass-1 iters: 4
- Final min period: 2.08 ns
- Outcome: completed
- Final hold viol count: 0
- Core area: 9770 um2
- Pre-Place Util: 0.298
- Setup TNS: 0 ns
- Switch share: 0.365
- Cell count after synthesis: 304
- DRT iter0 DRCs: 126
- DP HPWL: 7200 um
- Worst-Margin Slew: 0.306 ns
- CP required: 1.68 ns
- I/O pin total: 128
- Seq pwr share: 0
- Die width: 120 um
- Largest net degree at the start of global routing: 8
- Endpoints failing setup: 0
- Worst setup path start: state[5]
- Hold_ws: 1.28 ns
[layer usage]
layer / up-vias / wire length (um) / global-route usage
li1: 1531 / - / -
met1: 1383 / 3810 / 0.148
met2: 53 / 4320 / 0.210
met3: 0 / 387 / 0.0171
met4: 0 / 0 / 0
met5: - / 0 / 0
[worst max-delay path, stage by stage]
cell and delay [ns]:
dlygate4sd2_1 0.25, buf_4 0.15, ha_1 0.18, mux4_2 0.45
clkdlybuf4s15_1 0.20
[timing repair]
item | CTS | global route
resized | 295 | 39
buffers inserted | 6 | 3
pin swaps | 51 | 7
endpoints found under the hold margin | 0 | 0
endpoints found under the setup margin | 64 | 25
[logic make-up (layout without fill, tap and decap cells)]
group,Yosys count,count (layout),share of synthesized area
xor gates and xnor gates,15,15,0.0452
adders and majority gates,80,80,0.344
and+or+nand+nor,33,33,0.0434
AOI/OAI and AO/OA,64,64,0.151
buffers and inverters,64,290,0.113
muxes,48,48,0.303
[cells in the mapped netlist (all sizes together)]
| library cell | n | share of area |
|---|---|---|
| a21o | 15 | 0.039 |
| a211oi | 15 | 0.039 |
| o21a | 16 | 0.041 |
| o311ai | 1 | 0.0030 |
| o21ai | 17 | 0.029 |
| mux2i | 15 | 0.052 |
| nand2 | 1 | 0.0013 |
| xnor2 | 15 | 0.045 |
| nor2 | 31 | 0.040 |
| inv | 48 | 0.062 |
| ha | 80 | 0.34 |
| buf | 16 | 0.051 |
| mux4 | 32 | 0.25 |
| mux2 | 1 | 0.0039 |
| nand2b | 1 | 0.0022 |
[per-stage QoR]
| stage | power (mW) | util | area, um2 |
|---|---|---|---|
| after floorplan | 0.400 | - | 2910 |
| after global placement | 1.07 | 0.513 | 5010 |
| after detailed placement | 1.07 | 0.513 | 5010 |
| after CTS | 1.09 | 0.549 | 5370 |
| after global routing | 1.19 | 0.551 | 5380 |
| final | 1.08 | 0.551 | 5380 |
[power groups by stage]
stage                 Combinational (mW)  Sequential [mW]  Clock, mW
final                               1.08                0          0
after global routing                1.19                0          0
after CTS                           1.09                0          0
[final timing paths]
check,endpoint,cells after the start
setup / recovery,out[6],5
hold / removal,out[51],4
[cell type report]
type	count	share of cell area
tap	133	0.0309
timing repair buffer	242	0.384
inverter	48	0.0335
multi-input combinational	240	0.552
Power is estimated from default activity; no workload was simulated.
