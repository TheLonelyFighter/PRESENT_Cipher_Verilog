`flow/run.sh`:
```
#!/bin/bash
# OpenROAD 26Q1-2900-gdf79404cd8, Yosys 0.63+post, stock flow scripts
make -C /OpenROAD-flow-scripts/flow DESIGN_CONFIG=/design/flow/config.mk WORK_HOME=/design/flow/orfs finish
```
`flow/config.mk`:
```
export PLATFORM = sky130hd
export DESIGN_NAME = sBoxLayer_dec
export DESIGN_NICKNAME = sBoxLayer_dec
export VERILOG_FILES = /design/flow/design.v
export SDC_FILE = /design/flow/constraint.sdc
export NUM_CORES = 4
export LEC_CHECK = 1
export CORE_AREA = 10 10 108 108
export DIE_AREA = 0 0 118 118
```
`flow/constraint.sdc`:
```
current_design sBoxLayer_dec

set clk_period 1.2
set clk_io_pct 0.2

create_clock -name clk0 -period $clk_period

set non_clock_inputs [all_inputs -no_clocks]
set_input_delay [expr $clk_period * $clk_io_pct] -clock clk0 $non_clock_inputs
set_output_delay [expr $clk_period * $clk_io_pct] -clock clk0 [all_outputs]
```
`flow/design.v`:
```
module sBoxLayer_dec(
    input [63:0] state,
    output [63:0] out
    );
    function automatic [4:0] sbox_inv;
        input [4:0] in;
        begin
            case (in)
                4'h0: sbox_inv = 4'h5;
                4'h1: sbox_inv = 4'he;
                4'h2: sbox_inv = 4'hf;
                4'h3: sbox_inv = 4'h8;
                4'h4: sbox_inv = 4'hc;
                4'h5: sbox_inv = 4'h1;
                4'h6: sbox_inv = 4'h2;
                4'h7: sbox_inv = 4'hd;
                4'h8: sbox_inv = 4'hb;
                4'h9: sbox_inv = 4'h4;
                4'ha: sbox_inv = 4'h6;
                4'hb: sbox_inv = 4'h3;
                4'hc: sbox_inv = 4'h0;
                4'hd: sbox_inv = 4'h7;
                4'he: sbox_inv = 4'h9;
                4'hf: sbox_inv = 4'ha;
            endcase
        end
    endfunction
    function automatic [63:0] dec;
        input [63:0] state;
        begin
            dec[ 0+:4] = sbox_inv(state[ 0+:4]);
            dec[ 4+:4] = sbox_inv(state[ 4+:4]);
            dec[ 8+:4] = sbox_inv(state[ 8+:4]);
            dec[12+:4] = sbox_inv(state[12+:4]);
            dec[16+:4] = sbox_inv(state[16+:4]);
            dec[20+:4] = sbox_inv(state[20+:4]);
            dec[24+:4] = sbox_inv(state[24+:4]);
            dec[28+:4] = sbox_inv(state[28+:4]);
            dec[32+:4] = sbox_inv(state[32+:4]);
            dec[36+:4] = sbox_inv(state[36+:4]);
            dec[40+:4] = sbox_inv(state[40+:4]);
            dec[44+:4] = sbox_inv(state[44+:4]);
            dec[48+:4] = sbox_inv(state[48+:4]);
            dec[52+:4] = sbox_inv(state[52+:4]);
            dec[56+:4] = sbox_inv(state[56+:4]);
            dec[60+:4] = sbox_inv(state[60+:4]);
        end
    endfunction
    assign out = dec(state);
endmodule
```
==> metrics.cfg <==
[synth]
yosys.cell_types.count=23
top_area_cell=ha_1
synth_area_um2=3240
synth.avg_cell_area_um2=7.83
synth_chip_area_um2=3240
synth_warnings=1
yosysTopAreaCellShare=0.371
netlist_top_cells_area=ha_1 (37%), mux4_2 (12%), a21oi_1 (7.6%)
synth_seq_share=0
ys_cells=414
synth_cells=414

[power]
power_density_nw_per_um2=369
clkPwrFrac=0
vdd_drop_max_uv=243
pwr-share-seq=0
switching_share=0.438
intPower_mw=1.50
power_mw=2.68
pwr-share-comb=1.000
leakage_nw=3.06
p_switching_mw=1.17

[worst_setup_path]
worstPathCellList=buf_8 > buf_4 > ha_2 > mux4_2 > buf_2
crit_fanout=3
crit_type=in -> out
endpoint_kind=output port
crit_family=multiplexers
cp_slowest_cell=mux4_2
worst_setup_path_start_kind=input port
cp_num_buf_inv=3
critPathMaxStageDelay_ns=0.48
required_ns=0.96
arrival_ns=1.27

[route]
drtPass1Iterations=4
drc_errors=0
vias_per_cell=4.88
finalWirelength_um=11800
vias=3863
insertedDiodeCount=0
drtAntennaViolNets=0
wl_per_cell_um=14.9
drt_iter0_drc=129

[sta]
finalCritPeriodShare=1.26
max_slew_margin=0.750
fmax_ghz=0.663
setup_viol=64
whs_ns=0.841
rsz0062_at_grt=yes
period_minus_slack_ns=1.51
fin_ws_ns=-0.309
hold_violations=0
worstMarginPinSlew_ns=0.373
drv_slew=0

[global_route]
grt-ovfl-total=0
track_usage=0.154
grt_first_pass_wirelength_um=18900
antenna_found_initial=0
grt_max_degree=11
first_global_vias=3963

[layout]
stdcell_area_um2=7250
drive_above_1_share=0.777
clkbuf_count=0
final-seq-area_um2=0
flops=0
fin_cells=792
comb_area_um2=4360
areaGrowthSynthToFinish_pct=124
n_fill_cell=541

[placed_design]
dp_cells=764
dp_slack_ns=-1.12
portBuffers=128
dp_hpwl_um=8150
gp_congestion=0.864
postPlaceCellArea_um2=5600

[floorplanning]
die_x_um=118
fp.dieH_um=118
initCoreUtil=0.349
ios=128
row_count=35
dieArea_um2=13900
fp.coreArea_um2=9280

[run_status]
status=finished with violations
violations=negative setup slack

[job]
tool_warnings=115
drv_cap=0

[hold_path]
hp-class=in -> out

## layout by cell type, fill, tap and decap left out, types with 8 or more instances in the layout
master	instances
buf_2	70
a211oi_2	8
nor2_4	12
ha_2	11
inv_2	18
mux2i_1	15
a21oi_2	25
buf_4	82
a21oi_1	24
nor2_1	16
and2_4	14
dlygate4sd2_1	14
buf_8	20
nor3_2	15
ha_1	21
mux4_2	17
nand2_1	13
nor2_2	11
inv_8	14
buf_6	65
inv_1	14
ha_4	64
nor2b_1	12
## stage by stage
step	setup TNS (ns)	util
after floorplan	-0.314	-
after global placement	-65.16	0.603
after detailed placement	-65.32	0.603
after CTS	-11.86	0.727
after global routing	-15.25	0.781
final	-12.39	0.781
## cells by family after synthesis
| group | share of synthesized area |
|---|---|
| compound gates | 0.180 |
| xor+xnor | 0.0108 |
| buf+inv | 0.119 |
| simple gates | 0.149 |
| fa+ha+maj | 0.371 |
| mux | 0.171 |
## cell usage after synthesis
library cell / instances
ha_1: 96
inv_1: 62
a21oi_1: 49
nor2_1: 39
nor3_1: 21
mux2i_1: 17
mux4_2: 17
o21ai_0: 15
and2_1: 14
nor2b_1: 14
nand2_1: 13
o31ai_1: 13
a211oi_1: 9
buf_2: 9
buf_6: 9
a32o_1: 5
a21o_1: 3
xor2_1: 3
a32oi_1: 2
a22oi_1: 1
and2_0: 1
buf_4: 1
xnor2_1: 1
## power by group through the flow
stage                 Clock [mW]  Combinational (mW)  Sequential (mW)
after CTS                      0                2.37                0
after global routing           0                2.91                0
final                          0                2.68                0
## worst paths after layout
check / startpoint / to / depth (start not counted)
min: state[6] / out[7] / 3
max: state[9] / out[9] / 5
## per-layer routing
metal / vias up / track usage / routed length, um
li1: 1924 / - / -
met1: 1835 / 0.198 / 5360
met2: 96 / 0.271 / 5780
met3: 8 / 0.0243 / 575
met4: 0 / 0.0170 / 112
met5: - / 0 / 0
## area by class of cell
| type | count | share of cell area |
|---|---|---|
| inverter | 62 | 0.0547 |
| timing repair buffer | 268 | 0.322 |
| multi-input combinational | 333 | 0.601 |
| tap | 129 | 0.0222 |
## what timing repair did
item                                    4_1_cts  5_1_grt
pin swaps                                   105       50
buffers inserted                             21       12
hold endpoints to repair                      0        0
gates resized                               769      129
endpoints found under the setup margin       64       64
hold buffers                                  0        0
Power is estimated from default activity; no workload was simulated.
