**flow/config.mk**
```make
export PLATFORM = sky130hd
export DESIGN_NAME = sbox_layer
export DESIGN_NICKNAME = sbox_layer
export VERILOG_FILES = /design/flow/design.v
export SDC_FILE = /design/flow/constraint.sdc
export NUM_CORES = 4
export LEC_CHECK = 1
export CORE_AREA = 10 10 110 110
export DIE_AREA = 0 0 120 120
```
**flow/constraint.sdc**
```tcl
current_design sbox_layer

set clk_period 1.6
set clk_io_pct 0.2

create_clock -name clk0 -period $clk_period

set non_clock_inputs [all_inputs -no_clocks]
set_input_delay [expr $clk_period * $clk_io_pct] -clock clk0 $non_clock_inputs
set_output_delay [expr $clk_period * $clk_io_pct] -clock clk0 [all_outputs]
```
**flow/design.v**
```verilog
module sbox_layer(
    input         clock,
    input  [63:0] state,
    output [63:0] out
);
    function automatic [4:0] sbox;
        input [4:0] in;
        begin 
            case (in)
                4'h0: sbox = 4'hc;
                4'h1: sbox = 4'h5;
                4'h2: sbox = 4'h6;
                4'h3: sbox = 4'hb;
                4'h4: sbox = 4'h9;
                4'h5: sbox = 4'h0;
                4'h6: sbox = 4'ha;
                4'h7: sbox = 4'hd;
                4'h8: sbox = 4'h3;
                4'h9: sbox = 4'he;
                4'ha: sbox = 4'hf;
                4'hb: sbox = 4'h8;
                4'hc: sbox = 4'h4;
                4'hd: sbox = 4'h7;
                4'he: sbox = 4'h1;
                4'hf: sbox = 4'h2;
            endcase
        end
    endfunction
    function automatic [63:0] layer;
        input [63:0] state;
        begin
            layer[ 0+:4] = sbox(state[ 0+:4]);
            layer[ 4+:4] = sbox(state[ 4+:4]);
            layer[ 8+:4] = sbox(state[ 8+:4]);
            layer[12+:4] = sbox(state[12+:4]);
            layer[16+:4] = sbox(state[16+:4]);
            layer[20+:4] = sbox(state[20+:4]);
            layer[24+:4] = sbox(state[24+:4]);
            layer[28+:4] = sbox(state[28+:4]);
            layer[32+:4] = sbox(state[32+:4]);
            layer[36+:4] = sbox(state[36+:4]);
            layer[40+:4] = sbox(state[40+:4]);
            layer[44+:4] = sbox(state[44+:4]);
            layer[48+:4] = sbox(state[48+:4]);
            layer[52+:4] = sbox(state[52+:4]);
            layer[56+:4] = sbox(state[56+:4]);
            layer[60+:4] = sbox(state[60+:4]);
        end
    endfunction
    assign out = layer(state);
endmodule
```
**flow/run.sh**
```bash
#!/bin/bash
# OpenROAD 26Q1-2900-gdf79404cd8, Yosys 0.63+post, stock flow scripts
make -C /OpenROAD-flow-scripts/flow DESIGN_CONFIG=/design/flow/config.mk WORK_HOME=/design/flow/orfs finish
```
==> results.tsv <==
metric	value	unit
io_buffers	128	
hold_viol_final	0	
clkPwrFrac	0	
drt-initial-drc-count	143	
antenna_found_initial	0	
synth_area	0.002909	mm^2
grt.met1_usage	0.1635	
grt_pass1_wl	15730	um
dieArea	0.01440	mm^2
die_height	120	um
yosys_area	0.002909	mm^2
regArea	0	um^2
outcome	complete, but fails checks	
arrival	1.35	ns
use_met3	0.01475	
whs	1.061	ns
startpoint_type	input pin	
drive_gt1_frac	0.7468	
violations	setup timing	
area_growth	119.1	%
place_worst_setup_slack	-0.8310	ns
ys_warn_count	1	
postSynthSeqShare	0	
swShare	0.3836	
dp_hpwl	7190	um
yosysUniqueCellTypes	17	
yosys.area.top_type	ha_1	
min_path_type	in2out	
vdd_drop_max	0.1854	mV
slew_headroom	0.8485	
post_synth.cell_area_avg	9.569	um^2
met2_usage	0.2287	
track_usage	0.1246	
drtPass1Iterations	4	
overflow	0	
fin_ws	-0.07268	ns
switchingPower	0.6481	mW
grt.busiest_layer	met2	
ys_cells	304	
grt_max_degree	8	
fmaxAchievable	597.8	MHz
wl_per_cell	14.09	um
drv_cap	0	
grt_pass1_vias	3326	
ant_nets	0	
fp.coreArea	0.009774	mm^2
grt_setup_unrepaired	true	
gp_congestion	0.8742	
synthCells	304	
p_int	1.041	mW
vias	3140	
netlist.area_leader.share	0.3441	
ctsHoldBuffers	0	
ios	129	
area_leaders	ha_1, mux4_2, inv_1	
seq_cells	0	
power_density	265.1	mW/mm^2
routed_wirelength	9610	um
period_used_share	1.045	
diodes	0	
crit_type	in2out	
vias_per_cell	4.604	
setup_viol	11	
clock_buffers	0	
power.leakage	2.826	nW
fp_util	0.2976	
crit_required	1.28	ns
worstMarginPinSlew	0.2259	ns
path_max_fanout	2	
die_w	120	um
p_comb_frac	1.000	
drc_errors	0	
min_period	1.673	ns
drv_slew	0	
end_kind	output port	
rows	36	
seq_power_share	0	
tool_warnings	99	
-- final cells by class --
type	count	area [um^2]
Tap cell	133	166.4
Multi-Input combinational cell	240	3591
Timing Repair Buffer	261	2340
Fill cell	673	3402
Inverter	48	275.3
-- layer usage --
metal	vias up	share of wire
met3	0	0.038
met1	1504	0.45
li1	1573	-
met5	-	0
met2	63	0.51
met4	0	0
-- cells in the mapped netlist, drive strengths merged --
cell and n:
a211oi 15, a21o 15, buf 16, ha 80
inv 48, mux2 1, mux2i 15, mux4 32
nand2 1, nand2b 1, nor2 31, o21a 16
o21ai 17, o311ai 1, xnor2 15
-- timing repair --
| action | in CTS | in global routing |
|---|---|---|
| endpoints found under the setup margin | 64 | 55 |
| gates resized | 622 | 126 |
| setup buffers | 26 | 3 |
| pin swaps | 70 | 37 |
-- power by group through the flow --
stage     Clock, mW  Sequential [mW]  Combinational [mW]
4_1_cts           0                0                1.59
5_1_grt           0                0                1.85
6_report          0                0                1.69
-- worst max-delay path, stage by stage --
cell	delay, ns
buf_8	0.10
inv_6	0.05
ha_4	0.20
buf_6	0.11
mux4_2	0.45
buf_2	0.13
-- placed cells by master (no fill, tap or decap), drive strengths merged, types with 13 or more instances in the layout --
| cell type | n |
|---|---|
| clkdlybuf4s15 | 23 |
| mux2i | 15 |
| o21a | 16 |
| dlygate4sd2 | 15 |
| mux4 | 32 |
| xnor2 | 15 |
| o21ai | 17 |
| inv | 48 |
| clkbuf | 13 |
| ha | 80 |
| a211oi | 15 |
| buf | 210 |
| nor2 | 31 |
| a21o | 15 |
-- worst paths after layout --
path / cells past startpoint / startpoint / endpoint
max: 6 / state[33] / out[34]
min: 3 / state[31] / out[29]
-- cell families after synthesis --
kind of cell    after synthesis  share of synthesized area
xor+xnor                     15                    0.04516
mux                          48                     0.3032
buf+inv                      64                     0.1131
fa+ha+maj                    80                     0.3441
simple gates                 33                    0.04344
compound gates               64                     0.1510
-- stage by stage --
step / power, mW / util / instances / instance area [um^2] / setup TNS, ns
6_report: 1.690 / 0.6519 / 682 / 6372 / -0.1713
5_1_grt: 1.851 / 0.6519 / 682 / 6372 / -0.9139
4_1_cts: 1.590 / 0.6120 / 680 / 5982 / -0.1246
3_5_place_dp: 1.408 / 0.5127 / 656 / 5011 / -48.58
3_3_place_gp: 1.400 / 0.5127 / 656 / 5011 / -48.39
2_1_floorplan: 0.5244 / - / 304 / 2909 / 0
No activity file was given, so power comes from the tool's default toggle rates.
